==> /design/flow/run.sh <==
#!/bin/bash
# OpenROAD 26Q1-2900-gdf79404cd8, Yosys 0.63+post, stock flow scripts
make -C /OpenROAD-flow-scripts/flow DESIGN_CONFIG=/design/flow/config.mk WORK_HOME=/design/flow/orfs finish
==> /design/flow/config.mk <==
export PLATFORM = sky130hd
export DESIGN_NAME = spi_master
export DESIGN_NICKNAME = spi_master
export VERILOG_FILES = /design/flow/design.v
export SDC_FILE = /design/flow/constraint.sdc
export NUM_CORES = 4
export LEC_CHECK = 1
export CORE_AREA = 10 10 93 93
export DIE_AREA = 0 0 103 103
==> /design/flow/constraint.sdc <==
current_design spi_master

set clk_period 1.6
set clk_io_pct 0.2

create_clock -name clk0 -period $clk_period [get_ports {I_clk}]

set non_clock_inputs [all_inputs -no_clocks]
set_input_delay [expr $clk_period * $clk_io_pct] -clock clk0 $non_clock_inputs
set_output_delay [expr $clk_period * $clk_io_pct] -clock clk0 [all_outputs]
==> /design/flow/design.v <==
module spi_master(
 input               I_clk       ,  
 input               I_rst_n     ,  
 input               I_rx_en     ,  
 input               I_tx_en     ,  
 input        [7:0]  I_data_in   ,  
 output  reg  [7:0]  O_data_out  ,  
 output  reg         O_tx_done   ,  
 output  reg         O_rx_done   ,  
 input               I_spi_miso  ,  
 output  reg         O_spi_sck   ,  
 output  reg         O_spi_cs    ,  
 output  reg         O_spi_mosi     
);
reg [3:0]   R_tx_state;  
reg [3:0]   R_rx_state;
always @(posedge I_clk or negedge I_rst_n) 
begin
    if(!I_rst_n)
        begin
            R_tx_state  <=  4'd0    ;
            R_rx_state  <=  4'd0    ;
            O_spi_cs    <=  1'b1    ; 
            O_spi_sck   <=  1'b0    ;
            O_spi_mosi  <=  1'b0    ;
            O_tx_done   <=  1'b0    ;
            O_rx_done   <=  1'b0    ;
            O_data_out  <=  8'd0    ; 
        end 
    else if(I_tx_en)  
        begin
            O_spi_cs    <=  1'b0    ;  
            case(R_tx_state)
                4'd1, 4'd3 , 4'd5 , 4'd7, 4'd9, 4'd11, 4'd13, 4'd15 :  
                    begin
                        O_spi_sck   <=  1'b1                ;
                        R_tx_state  <=  R_tx_state + 1'b1   ;
                        O_tx_done   <=  1'b0                ;
                    end
                4'd0:     
                    begin
                        O_spi_mosi  <=  I_data_in[7]        ; 
                        O_spi_sck   <=  1'b0                ;
                        R_tx_state  <=  R_tx_state + 1'b1   ;
                        O_tx_done   <=  1'b0                ; 
                    end
                4'd2:     
                    begin
                        O_spi_mosi  <=  I_data_in[6]        ;
                        O_spi_sck   <=  1'b0                ;
                        R_tx_state  <=  R_tx_state + 1'b1   ;
                        O_tx_done   <=  1'b0                ;
                    end
                4'd4:     
                    begin
                        O_spi_mosi  <=  I_data_in[5]        ;
                        O_spi_sck   <=  1'b0                ;
                        R_tx_state  <=  R_tx_state + 1'b1   ;
                        O_tx_done   <=  1'b0                ;
                    end 
                4'd6:     
                    begin
                        O_spi_mosi  <=  I_data_in[4]        ;
                        O_spi_sck   <=  1'b0                ;
                        R_tx_state  <=  R_tx_state + 1'b1   ;
                        O_tx_done   <=  1'b0                ;
                    end 
                4'd8:     
                    begin
                        O_spi_mosi  <=  I_data_in[3]        ;
                        O_spi_sck   <=  1'b0                ;
                        R_tx_state  <=  R_tx_state + 1'b1   ;
                        O_tx_done   <=  1'b0                ;
                    end                            
                4'd10:     
                    begin
                        O_spi_mosi  <=  I_data_in[2]        ;
                        O_spi_sck   <=  1'b0                ;
                        R_tx_state  <=  R_tx_state + 1'b1   ;
                        O_tx_done   <=  1'b0                ;
                    end 
                4'd12:     
                    begin
                        O_spi_mosi  <=  I_data_in[1]        ;
                        O_spi_sck   <=  1'b0                ;
                        R_tx_state  <=  R_tx_state + 1'b1   ;
                        O_tx_done   <=  1'b0                ;
                    end 
                4'd14:     
                    begin
                        O_spi_mosi  <=  I_data_in[0]        ;
                        O_spi_sck   <=  1'b0                ;
                        R_tx_state  <=  R_tx_state + 1'b1   ;
                        O_tx_done   <=  1'b1                ; 
                    end
                default:R_tx_state  <=  4'd0                ; 
            endcase 
        end
    else if(I_rx_en)  
        begin
            O_spi_cs    <=  1'b0        ;  
            case(R_rx_state)
                4'd0, 4'd2 , 4'd4 , 4'd6, 4'd8, 4'd10, 4'd12, 4'd14:  
                    begin
								O_spi_sck		 <=	1'b0;
								R_rx_state		 <=	R_rx_state+1'b1;
								O_rx_done		 <=	1'b0;
                    end
                4'd1:     
                    begin                       
                        O_spi_sck       <=  1'b1             ;
                        R_rx_state      <=  R_rx_state + 1'b1;
                        O_rx_done       <=  1'b0             ; 
                        O_data_out[7]   <=  I_spi_miso       ;  
                    end
                4'd3:     
                    begin
                        O_spi_sck       <=  1'b1             ;
                        R_rx_state      <=  R_rx_state + 1'b1;
                        O_rx_done       <=  1'b0             ;
                        O_data_out[6]   <=  I_spi_miso       ; 
                    end
                4'd5:     
                    begin
                        O_spi_sck       <=  1'b1             ;
                        R_rx_state      <=  R_rx_state + 1'b1;
                        O_rx_done       <=  1'b0             ;
                        O_data_out[5]   <=  I_spi_miso       ; 
                    end 
                4'd7:     
                    begin
                        O_spi_sck       <=  1'b1             ;
                        R_rx_state      <=  R_rx_state + 1'b1;
                        O_rx_done       <=  1'b0             ;
                        O_data_out[4]   <=  I_spi_miso       ; 
                    end 
                4'd9:     
                    begin
                        O_spi_sck       <=  1'b1             ;
                        R_rx_state      <=  R_rx_state + 1'b1;
                        O_rx_done       <=  1'b0             ;
                        O_data_out[3]   <=  I_spi_miso       ; 
                    end                            
                4'd11:     
                    begin
                        O_spi_sck       <=  1'b1             ;
                        R_rx_state      <=  R_rx_state + 1'b1;
                        O_rx_done       <=  1'b0             ;
                        O_data_out[2]   <=  I_spi_miso       ; 
                    end 
                4'd13:     
                    begin
                        O_spi_sck       <=  1'b1             ;
                        R_rx_state      <=  R_rx_state + 1'b1;
                        O_rx_done       <=  1'b0             ;
                        O_data_out[1]   <=  I_spi_miso       ; 
                    end 
                4'd15:     
                    begin
                        O_spi_sck       <=  1'b1             ;
                        R_rx_state      <=  R_rx_state + 1'b1;
                        O_rx_done       <=  1'b1             ; 
                        O_data_out[0]   <=  I_spi_miso       ; 
                    end
                default:R_rx_state  <=  4'd0                 ;   
            endcase 
        end    
    else
        begin
            R_tx_state  <=  4'd0;
            R_rx_state  <=  4'd0;
            O_tx_done   <=  1'b0;
            O_rx_done   <=  1'b0;
            O_spi_cs    <=  1'b1;
            O_spi_sck   <=  1'b0;
            O_spi_mosi  <=  1'b0;
            O_data_out  <=  8'd0;
        end      
end
endmodule
==> results.sh <==
# yosys + openroad results
export IMPL_status="finished clean"
export IMPL_worstSetupStartpointType="register"
export IMPL_cp_slowest_cell="dfrtp_1"
export IMPL_finalCriticalPeriod_ps=1490
export IMPL_stdcell_count=219
export IMPL_grt_ovfl_total=0
export IMPL_ys_ff=21
export IMPL_top_cell_area_share_pct=44.9
export IMPL_die_h_um=103
export IMPL_dp_slack_ps=-82.3
export IMPL_vias=879
export IMPL_setup_viol=0
export IMPL_arrival_ps=1680
export IMPL_cts_root_buf="clkbuf_8"
export IMPL_clock_latency_ps=260
export IMPL_grt_pass1_vias=904
export IMPL_final_max_slew_viol_count=0
export IMPL_max_stage_delay_ps=420
export IMPL_io_buffers=25
export IMPL_crit_type="register to register"
export IMPL_synth_edff_count=0
export IMPL_cp_top_family="flip-flops"
export IMPL_hp_class="input pin to asynchronous set/reset pin"
export IMPL_syn_to_final_growth_pct=38.1
export IMPL_routedWlPerCell_um=11.7
export IMPL_syn_inst=110
export IMPL_crit_buf_inv=1
export IMPL_numCtsBuffers=3
export IMPL_top_cells_by_area="dfrtp_1 (45%), ha_1 (5.6%), nand2_1 (4.0%)"
export IMPL_vdd_ir_drop_max_v=0.000262
export IMPL_wirelength_um=2560
export IMPL_coreArea_sq_um=6760
export IMPL_syn_area_per_cell_sq_um=10.1
export IMPL_cp_end_kind="register"
export IMPL_path_max_fanout=7
export IMPL_gp_congestion=0.763
export IMPL_grt_use_total_pct=4.76
export IMPL_top_cell="dfrtp_1"
export IMPL_p_per_area_nw_per_um2=872
export IMPL_htree_levels=1
export IMPL_rrSetupSlack_ps=110
export IMPL_synth_warnings=1
export IMPL_common_cells="dfrtp_1 (20), nand2_1 (12), o21ai_0 (7), o31ai_1 (6)"
export IMPL_skew_ps=2.19
export IMPL_place_inst=215
export IMPL_final_hold_violation_count=0
export IMPL_antenna_found_initial=0
export IMPL_warnings=28
export IMPL_final_area_sq_um=1540
export IMPL_initial_utilization_pct=16.5
export IMPL_first_iter_violations=107
export IMPL_finalClockPeriodUsage_pct=93.4
export IMPL_clockBufferDepth=2
export IMPL_yosys_area_top_type="dfrtp_1"
export IMPL_grt_pass1_wl_um=4220
export IMPL_hpwl_um=2000
export IMPL_drc_errors=0
export IMPL_syn_cell_area_sq_um=1110
export IMPL_synthFlopType="dfrtp_1"
export IMPL_chipArea_sq_um=10600
export IMPL_clkTransAtPathRegs_ps=80
export IMPL_synth_cell_types=36
export IMPL_yosys_cells=110
export IMPL_chipWidth_um=103
export IMPL_ant_nets=0
export IMPL_setup_ws_ps=106
export IMPL_worst_pin_slew_ps=317
export IMPL_rows=30
export IMPL_maxCapViolations=0
export IMPL_grt_max_degree=22
export IMPL_drive_above_1_share_pct=15.1
export IMPL_place_area_sq_um=1490
export IMPL_critPathRequiredTime_ps=1790
export IMPL_cts_sinks=21
export IMPL_cts_tree="yes"
export IMPL_leakage_nw=0.657
export IMPL_critical_path_cell_chain="inv_1 -> ha_1 -> or2_2 -> a21oi_1 -> a311oi_1 -> o21ai_1"
export IMPL_rsz0062_at_grt="false"
export IMPL_io_pins=26
export IMPL_n_antenna_cell=0
export IMPL_fmax_mhz=669
export IMPL_maxSlewHeadroom_pct=78.9
export IMPL_seq_area_frac_synth_pct=47.3
export IMPL_vias_per_cell=4.01
export IMPL_ys_chip_area_sq_um=1110
export IMPL_postCtsSetupBuffers=0
export IMPL_dr_pass1_iters=5
export IMPL_cts_hold_buf=0
export IMPL_num_fill_cells=720
export IMPL_async_flop_share_pct=100
[worst register-to-register path, cell delays in order (launching register included)]
cell and delay, ps:
dfrtp_1 420, inv_1 80, ha_1 270, or2_2 290, a21oi_1 140, a311oi_1 60
o21ai_1 150
[state kept, by name (all words and copies together), names as in the netlist]
| register | cells |
|---|---|
| O_data_out | 8 |
| R_rx_state | 4 |
| O_spi_cs | 1 |
| O_spi_sck | 1 |
| O_spi_mosi | 1 |
| O_rx_done | 1 |
| R_tx_state | 4 |
| O_tx_done | 1 |
[kinds of logic (layout without fill, tap and decap cells)]
kind of cell / after synthesis / after routing / share of synthesized area, %
DFF: 21 / 21 / 47.3
buffers and inverters: 14 / 43 / 5.84
xor gates and xnor gates: 3 / 3 / 2.36
AOI/OAI and AO/OA: 33 / 33 / 21.6
and+or+nand+nor: 30 / 30 / 13.1
muxes: 4 / 4 / 4.16
adders and majority gates: 5 / 5 / 5.62
[final cells by class]
class	count	area, sq um	share of cell area, %
Sequential cell	21	527	34.3
Multi-Input combinational cell	75	522	33.9
Timing Repair Buffer	35	328	21.3
Tap cell	80	100	6.51
Clock buffer	3	41.3	2.69
Inverter	4	15.0	0.976
Clock inverter	1	5.00	0.325
[power breakdown]
| group | internal, mW | switching, mW | total (mW) |
|---|---|---|---|
| Clock | 0.173 | 0.170 | 0.343 |
| Combinational | 0.195 | 0.137 | 0.332 |
| Sequential | 0.587 | 0.0789 | 0.666 |
[path summary, 6_finish.rpt]
path | cells after the start | endpoint | from
setup / recovery | 6 | O_spi_mosi | R_tx_state[0]
hold / removal | 2 | O_data_out[3] | I_rst_n
setup reg to reg | 6 | O_spi_mosi | R_tx_state[0]
hold reg to reg | 2 | O_tx_done | O_tx_done
max in group asynchronous | 2 | O_spi_cs | I_rst_n
min in group clk0 | 2 | O_tx_done | O_tx_done
[metal layers]
| metal | vias to the layer above | GRT usage [%] | wire length (um) |
|---|---|---|---|
| met5 | - | 0 | 0 |
| met4 | 0 | 0.963 | 40 |
| met3 | 2 | 0.542 | 65 |
| met2 | 13 | 8.63 | 1340 |
| met1 | 414 | 5.93 | 1110 |
| li1 | 450 | - | - |
[what timing repair did]
action                     in CTS  in global routing
resized                         0                  2
hold endpoints to repair        0                  0
setup endpoints to repair       0                  2
[per-stage QoR]
stage / TNS [ps] / total power, mW / utilization [%] / hold WS [ps]
4_1_cts: 0 / 1.35 / 22.7 / 414
3_5_place_dp: -357 / 1.01 / 22.0 / 472
3_3_place_gp: -342 / 1.01 / 22.0 / 466
6_report: 0 / 1.34 / 22.8 / 407
2_1_floorplan: 0 / 0.859 / - / 24.4
5_1_grt: 0 / 1.42 / 22.8 / 425
[layout by cell type (no fill, tap or decap), types with 2 or more instances in the layout]
cell,instances
inv_1,4
nand2b_1,5
xor2_1,2
dfrtp_1,20
nand2_1,12
o41ai_1,2
a22o_1,4
buf_4,10
clkbuf_8,3
mux2i_1,2
nand3_1,3
o21ai_0,7
nor2_1,4
o31ai_1,6
o211ai_1,5
or2_2,2
clkdlybuf4s50_1,24
ha_1,5
Power and IR drop assume default switching activity.
