File: /design/flow/run.sh
#!/bin/bash
# OpenROAD 26Q1-2900-gdf79404cd8, Yosys 0.63+post, stock flow scripts
make -C /OpenROAD-flow-scripts/flow DESIGN_CONFIG=/design/flow/config.mk WORK_HOME=/design/flow/orfs finish
File: /design/flow/config.mk
export PLATFORM = sky130hd
export DESIGN_NAME = I2C_EEPROM_WR
export DESIGN_NICKNAME = I2C_EEPROM_WR
export VERILOG_FILES = /design/flow/design.v
export SDC_FILE = /design/flow/constraint.sdc
export NUM_CORES = 4
export LEC_CHECK = 1
export CORE_UTILIZATION = 30
File: /design/flow/constraint.sdc
current_design I2C_EEPROM_WR

set clk_period 2.6
set clk_io_pct 0.2

create_clock -name clk0 -period $clk_period [get_ports {CLK}]

set non_clock_inputs [all_inputs -no_clocks]
set_input_delay [expr $clk_period * $clk_io_pct] -clock clk0 $non_clock_inputs
set_output_delay [expr $clk_period * $clk_io_pct] -clock clk0 [all_outputs]
File: /design/flow/design.v
module I2C_EEPROM_WR(SDA, SCL, ACK, RESET, CLK, WR, RD, ADDR, DATA);
output SCL;  
inout SDA;  
input RESET;  
input CLK;  
input WR,RD;  
input[10:0] ADDR;  
inout[7:0] DATA;  
output ACK;  
reg ACK;
reg SCL;
reg WF,RF;  
reg FF;  
reg [1:0] head_buf;  
reg[1:0] stop_buf;  
reg [7:0] sh8out_buf;  
reg [8:0] sh8out_state;  
reg [9:0] sh8in_state;  
reg [2:0] head_state;  
reg [2:0] stop_state;  
reg [10:0] main_state;  
reg [7:0] data_from_rm;  
reg link_sda;  
reg link_read;  
reg link_head;   
reg link_write;  
reg link_stop;   
wire sda1,sda2,sda3,sda4;
assign sda1 = (link_head) ? head_buf[1]   : 1'b0;
assign sda2 = (link_write)? sh8out_buf[7] : 1'b0;
assign sda3 = (link_stop) ? stop_buf[1]   : 1'b0; 
assign sda4 = (sda1 | sda2 | sda3);
assign SDA = (link_sda) ? sda4 : 1'bz;
assign DATA = (link_read) ? data_from_rm : 8'hzz;
parameter
Idle 		   = 11'b00000000001, 
Ready 		= 11'b00000000010, 
Write_start = 11'b00000000100,
Ctrl_write  = 11'b00000001000,
Addr_write  = 11'b00000010000,
Data_write  = 11'b00000100000,
Read_start  = 11'b00001000000,
Ctrl_read   = 11'b00010000000,
Data_read   = 11'b00100000000,
Stop			= 11'b01000000000,
Ackn        = 11'b10000000000,
sh8out_bit7 = 9'b000000001,
sh8out_bit6 = 9'b000000010,
sh8out_bit5 = 9'b000000100,
sh8out_bit4 = 9'b000001000,
sh8out_bit3 = 9'b000010000,
sh8out_bit2 = 9'b000100000,
sh8out_bit1 = 9'b001000000,
sh8out_bit0 = 9'b010000000,
sh8out_end  = 9'b100000000;
parameter 
sh8in_begin = 10'b0000000001,
sh8in_bit7  = 10'b0000000010,
sh8in_bit6  = 10'b0000000100,
sh8in_bit5  = 10'b0000001000,
sh8in_bit4  = 10'b0000010000,
sh8in_bit3  = 10'b0000100000,
sh8in_bit2  = 10'b0001000000,
sh8in_bit1  = 10'b0010000000,
sh8in_bit0  = 10'b0100000000,
sh8in_end   = 10'b1000000000,
head_begin = 3'b001,
head_bit   = 3'b010,
head_end   = 3'b100,
stop_begin = 3'b001,
stop_bit   = 3'b010,
stop_end   = 3'b100;
parameter YES = 1,
NO = 0;
always @(negedge CLK)
	if(RESET)
		SCL <= 0;
	else
		SCL <= ~SCL;
always @ (posedge CLK)
	if(RESET) begin
		link_read <= NO;
		link_write <= NO;
		link_head <= NO;
		link_stop <= NO;
		link_sda <= NO;
		ACK <= 0;
		RF <= 0;
		WF <= 0;
		FF <= 0;
		main_state <= Idle;
	end
	else begin
		casex(main_state)
		Idle: begin
				link_read <= NO;
				link_write <= NO;
				link_head <= NO;
				link_stop <= NO;
				link_sda <= NO;
				if(WR) begin
					WF <= 1;  
					main_state <= Ready;
				end
				else if(RD) begin
					RF <= 1;  
					main_state <= Ready;
				end
				else begin
					WF <= 0;
					RF <= 0;
					main_state <= Idle;
				end
		end
		Ready: begin
			link_read <= NO;
			link_write <= NO;
			link_stop <= NO;
			link_head <= YES;
			link_sda <= YES;  
			head_buf[1:0] <= 2'b10;  
			stop_buf[1:0] <= 2'b01;
			head_state <= head_begin;
			FF <= 0;
			ACK <= 0;
			main_state <= Write_start;
			end
		Write_start:
		if(FF == 0)
			shift_head; 
		else begin
			sh8out_buf[7:0] <= {1'b1,1'b0,1'b1,1'b0,ADDR[10:8],1'b0}; 
			link_head <= NO;
			link_write <= YES;
			FF <= 0;
			sh8out_state <= sh8out_bit6; 
			main_state <= Ctrl_write;
		end
		Ctrl_write:
		if(FF ==0)
			shift8_out;  
		else begin
			sh8out_state <= sh8out_bit7;
			sh8out_buf[7:0] <= ADDR[7:0];
			FF <= 0;
			main_state <= Addr_write;
		end
		Addr_write:
		if(FF == 0)
			shift8_out;
		else begin
			FF <= 0;
			if(WF) begin
				sh8out_state <= sh8out_bit7; 
				sh8out_buf[7:0] <= DATA;
				main_state <= Data_write;
		   end
			if(RF) begin
				head_buf <= 2'b10;
				head_state <= head_begin; 
				main_state <= Read_start;
			end
		end
		Data_write:
		if(FF == 0)
			shift8_out;
		else begin
			stop_state <= stop_begin;
			main_state <= Stop;
			link_write <= NO;
			FF <= 0;
		end
		Read_start:
		if(FF == 0)
			shift_head;
		else
		begin
			sh8out_buf <={1'b1,1'b0,1'b1,1'b0,ADDR[10:8],1'b1};
			link_head <= NO;
			link_sda <= YES;
			link_write <= YES;
			FF <= 0;
			sh8out_state <= sh8out_bit6;
			main_state <= Ctrl_read;
		end
		Ctrl_read: 
		if(FF == 0)
			shift8_out;
		else begin
			link_sda <= NO;
			link_write <= NO;
			FF <= 0;
			sh8in_state <= sh8in_begin;
			main_state <= Data_read;
		end
		Data_read:
		if(FF == 0)
			shift8in;
		else begin
			link_stop <= YES;
			link_sda <= YES;
			stop_state <= stop_bit;
			FF <= 0;
			main_state <= Stop;
		end
		Stop:
		if(FF == 0)
			shift_stop;
		else begin
			ACK <= 1; 
			FF <= 0;
			main_state <= Ackn;
		end
		Ackn:
		begin
			ACK <= 0;
			WF <= 0;
			RF <= 0;
			main_state <= Idle;
		end
		default: main_state <= Idle;
		endcase
end
task shift8in;
	begin
	casex(sh8in_state)
	sh8in_begin:
		sh8in_state <= sh8in_bit7;
	sh8in_bit7: 
		if(SCL) begin
			data_from_rm[7] <= SDA;
			sh8in_state <= sh8in_bit6;
		end
		else
			sh8in_state <= sh8in_bit7;
	sh8in_bit6: 
		if(SCL) begin
			data_from_rm[6] <= SDA;
			sh8in_state <= sh8in_bit5;
		end
		else
			sh8in_state <= sh8in_bit6;
	sh8in_bit5: 
		if(SCL)	begin
			data_from_rm[5] <= SDA;
			sh8in_state <= sh8in_bit4;
		end
		else
			sh8in_state <= sh8in_bit5;
	sh8in_bit4: 
		if(SCL)	begin
			data_from_rm[4] <= SDA;
			sh8in_state <= sh8in_bit3;
			end
		else
			sh8in_state <= sh8in_bit4;
	sh8in_bit3: 
		if(SCL)	begin
			data_from_rm[3] <= SDA;
			sh8in_state <= sh8in_bit2;
		end
		else
			sh8in_state <= sh8in_bit3;
	sh8in_bit2: 
		if(SCL)	begin
			data_from_rm[2] <= SDA;
			sh8in_state <= sh8in_bit1;
		end
		else
			sh8in_state <= sh8in_bit2;
	sh8in_bit1: 
		if(SCL) begin
			data_from_rm[1] <= SDA;
			sh8in_state <= sh8in_bit0;
		end
		else
			sh8in_state <= sh8in_bit1;
	sh8in_bit0: 
		if(SCL) begin
			data_from_rm[0] <= SDA;
			sh8in_state <= sh8in_end;
		end
		else
			sh8in_state <= sh8in_bit0;
	sh8in_end: 
		if(SCL) begin
			link_read <= YES;
			FF <= 1;
			sh8in_state <= sh8in_bit7;
		end
		else
			sh8in_state <= sh8in_end;
	default: begin
			link_read <= NO;
			sh8in_state <= sh8in_bit7;
		end
	endcase
	end
endtask
task shift8_out; 
	begin
	casex(sh8out_state)
	sh8out_bit7:
		if(!SCL) begin
			link_sda <= YES;
			link_write <= YES;
			sh8out_state <= sh8out_bit6;
		end
		else
			sh8out_state <= sh8out_bit7;
	sh8out_bit6:
		if(!SCL) begin
			link_sda <= YES;
			link_write <= YES;
			sh8out_state <= sh8out_bit5;
			sh8out_buf <= sh8out_buf<<1;
		end
		else
			sh8out_state <= sh8out_bit6;
	sh8out_bit5:
		if(!SCL) begin
			sh8out_state <= sh8out_bit4;
			sh8out_buf <= sh8out_buf<<1;
		end
		else
			sh8out_state <= sh8out_bit5;
	sh8out_bit4:
		if(!SCL) begin
			sh8out_state <= sh8out_bit3;
			sh8out_buf <= sh8out_buf<<1;
		end
		else
			sh8out_state <= sh8out_bit4;
	sh8out_bit3:
		if(!SCL) begin
			sh8out_state <= sh8out_bit2;
			sh8out_buf <= sh8out_buf<<1;
		end
		else
			sh8out_state <= sh8out_bit3;
	sh8out_bit2:
		if(!SCL) begin
			sh8out_state <= sh8out_bit1;
			sh8out_buf <= sh8out_buf<<1;
		end
		else
			sh8out_state <= sh8out_bit2;
	sh8out_bit1:
		if(!SCL) begin
			sh8out_state <= sh8out_bit0;
			sh8out_buf <= sh8out_buf<<1;
		end
		else
			sh8out_state <= sh8out_bit1;
	sh8out_bit0:
		if(!SCL) begin
			sh8out_state <= sh8out_end;
			sh8out_buf <= sh8out_buf<<1;
		end
		else
			sh8out_state <= sh8out_bit0;
	sh8out_end:
	if(!SCL) begin
			link_sda <= NO;
			link_write <= NO;
			FF <= 1;
		end
		else
			sh8out_state <= sh8out_end;
	endcase
	end
endtask
task shift_head; 
	begin
	casex(head_state)
	head_begin:
		if(!SCL) begin
			link_write <= NO;
			link_sda <= YES;
			link_head <= YES;
			head_state <= head_bit;
			end
		else
			head_state <= head_begin;
	head_bit:
		if(SCL) begin
			FF <= 1;
			head_buf <= head_buf<<1;
			end
		else
			head_state <= head_bit;
	endcase
	end
endtask
task shift_stop;
	begin
	casex(stop_state)
	stop_begin: 
		if(!SCL) begin
			link_sda <= YES;
			link_write <= NO;
			link_stop <= YES;
			stop_state <= stop_bit;
		end
		else
			stop_state <= stop_begin;
	stop_bit: 
	if(SCL) begin
	   FF <= 1;
		stop_buf <= stop_buf<<1;
		stop_state <= stop_end;	
	end
	else
	   stop_state <= stop_bit;
	stop_end:  
	if(!SCL) begin
		link_head <= NO;
		link_stop <= NO;
		link_sda <= NO;
		FF <= 1;
	end
	else
		stop_state <= stop_end;
	endcase
end
endtask
endmodule
==> notes.md <==
Implementation results. The flow did not finish. The flow stopped in clock tree synthesis. The tool reported: "[error] [KeplerFormal.cpp:679] Workflow failed: Iso has multiple drivers: .DATA0, DATA[0]$_DFFE_PP_.Q0". Counting the warning lines in the Yosys log gives 3. After synthesis, the share of flip-flops with an asynchronous set or reset is 0%. Prior to clock tree synthesis, the placed netlist has a worst setup slack of -96.9 ps. Buffer count from post-CTS setup fixing landed at 2.

The cell sitting at the root of the clock tree is a sky130_fd_sc_hd__clkbuf_8. Count of unique library cells instantiated by Yosys landed at between 50 and 60. Including well taps, the total number of placed cells is 434. For this run, the leading register cell type out of synthesis is sky130_fd_sc_hd__dfxtp_1. Number of port buffers landed at 16. The mapped netlist covers 0.00295 mm². Post-synthesis cell count from yosys landed at around 300. Number of buffers added to fix hold violations after cts landed at 0. Number of placed I/O pins landed at 26. Post-synth tally of flip-flops with integrated enable landed at 19. Detailed placer's ending HPWL landed at 4600 µm.

Quantity of gates resized following cts landed at 28. After floorplanning, the core was divided into 35 placement rows. Number of CTS-inserted buffers landed at 9. In the synthesized netlist, the number of instances is approximately 300. Average cell area after synthesis landed at 9.82 µm². The die is 101 µm tall.

Count of H-tree levels built during CTS landed at 3. Die span in x landed at 101 µm. Sequential fraction of the synthesis area landed at 48.6%. The longest clock path from root to sink contains 2 buffers. Counting flops and latches in the post-synthesis netlist gives 62. Area reported by Yosys stat landed at 0.00295 mm². RePlAce ended its routability-driven mode at a weighted congestion of 0.815.

Effective utilization at floorplan landed at 31.4%. The clock tree has to reach between 60 and 70 sinks.
==> cell usage after synthesis (2+ instances only) <==
cell type                  number  share of area (%)
sky130_fd_sc_hd__or3_1          2               0.42
sky130_fd_sc_hd__a22o_1        10                3.0
sky130_fd_sc_hd__nor4_2         2               0.85
sky130_fd_sc_hd__o21a_1         2               0.51
sky130_fd_sc_hd__nor2b_1        4               0.85
sky130_fd_sc_hd__o21ai_0       18                3.1
sky130_fd_sc_hd__a22oi_1        9                2.3
sky130_fd_sc_hd__clkbuf_1       9                1.1
sky130_fd_sc_hd__dfxtp_1       43                 29
sky130_fd_sc_hd__and3_1         2               0.42
sky130_fd_sc_hd__nor4_1         2               0.42
sky130_fd_sc_hd__buf_6          3                1.1
sky130_fd_sc_hd__and2_1        11                2.3
sky130_fd_sc_hd__mux2i_1       12                4.1
sky130_fd_sc_hd__nor3_1         6                1.0
sky130_fd_sc_hd__a31oi_1        6                1.3
sky130_fd_sc_hd__buf_2          8                1.4
sky130_fd_sc_hd__nand2b_1       4               0.85
sky130_fd_sc_hd__o22ai_1        4               0.85
sky130_fd_sc_hd__nor2_1        23                2.9
sky130_fd_sc_hd__a21oi_1       23                3.9
sky130_fd_sc_hd__o22a_1         2               0.59
sky130_fd_sc_hd__inv_1         11                1.4
sky130_fd_sc_hd__a221oi_1       2               0.59
sky130_fd_sc_hd__edfxtp_1      19                 19
sky130_fd_sc_hd__nand2_1       14                1.8
sky130_fd_sc_hd__a211oi_1       4                1.0
sky130_fd_sc_hd__o31ai_1        4                1.0
sky130_fd_sc_hd__nand3_1        3               0.51
sky130_fd_sc_hd__nand4b_1       2               0.59
sky130_fd_sc_hd__a21o_1         8                2.0
==> stage by stage <==
stage                     util (%)  setup TNS (ps)  power [µW]  cell area (µm²)  hold slack, ps
after detailed placement      34.8           -1790        1410             3260             432
after global placement        34.8           -1570        1410             3260             426
after floorplan                  -            -312        1310             2960             417
==> kinds of logic after synthesis <==
group	Yosys count	share of synthesized area [%]
multiplexers	13	4.46
AND-OR/OR-AND	108	25.4
flip-flops	62	48.6
AND/OR/NAND/NOR	85	16.3
buffers and inverters	32	5.31
Power and IR drop assume default switching activity.
